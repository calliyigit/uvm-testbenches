`./run.sh`:
```
#!/bin/bash
# OpenROAD 26Q1-2900-gdf79404cd8, Yosys 0.63+post, stock flow scripts
make -C /OpenROAD-flow-scripts/flow DESIGN_CONFIG=/design/flow/config.mk WORK_HOME=/design/flow/orfs finish
```
`./config.mk`:
```
export PLATFORM = sky130hd
export DESIGN_NAME = spi_master
export DESIGN_NICKNAME = spi_master
export VERILOG_FILES = /design/flow/design.v
export SDC_FILE = /design/flow/constraint.sdc
export NUM_CORES = 4
export LEC_CHECK = 1
export CORE_UTILIZATION = 30
```
`./constraint.sdc`:
```
current_design spi_master

set clk_period 5.1
set clk_io_pct 0.2

create_clock -name clk0 -period $clk_period [get_ports {mclk}]

set non_clock_inputs [all_inputs -no_clocks]
set_input_delay [expr $clk_period * $clk_io_pct] -clock clk0 $non_clock_inputs
set_output_delay [expr $clk_period * $clk_io_pct] -clock clk0 [all_outputs]
```
`./design.v`:
```
interface add_if(input logic clk, reset);
  logic [7:0] ip1, ip2;
  logic [8:0] out;
endinterface
  module spi_master(mclk,reset,load, read,miso,start,data_in,data_out,mosi,sclk,cs);
  input mclk,reset,load,miso,start,read;
  input [7:0]data_in;
  output [7:0]data_out;
  output reg mosi,cs;
  output sclk;
  int count; 
  reg [7:0]shift_reg;
  reg [7:0]data_out_reg;
  assign data_out=read?data_out_reg:8'h00;
  assign sclk=mclk;
  always @(posedge sclk,negedge reset)
    if(!reset)
      begin
        shift_reg<=0;
        cs<=1;
        mosi<=0;
        data_out_reg<=0;
      end
    else 
      if(start) begin 
        cs <= 0;
        if(load) begin
          shift_reg<=data_in;
          count<=0;
        end
        else if(read)
          data_out_reg<=shift_reg;
        else if(count<8)begin
          shift_reg<={miso,shift_reg[7:1]};
          mosi<=shift_reg[0];
          count<=count+1;
        end
      end
endmodule
```
==> metrics.csv <==
stage,metric,value,unit
status,status,"complete, no violations",
clock_network,"Reg clk slew, reported paths",0.09,ns
setup_path,"Data arrival, critical path",3.16,ns
power,P_leak,1.08,nW
die,Die Span Y,96.1,um
routing,n_diodes,0,
yosys,Syn. warnings,1,
place,Placer Congestion,0.779,
die,Die Footprint,0.00924,sq mm
final_timing,RSZ-0062 raised after global routing,false,
clock_network,post-cts sizing count,0,
setup_path,CP endpoint kind,primary output,
yosys,Synth async-reset ratio,36.0,%
yosys,syn avg cell area,11.2,sq um
routing,Vias,1799,
die,Cell Rows,33,
yosys,ranking of synthesized cells by area,"edfxtp_1 (36%), dfrtp_1 (16%), xor2_1 (7.3%), nor2_1 (4.4%), mux2_2 (3.4%)",
die,Core Region,0.00838,sq mm
routing,Post-Route WL,4890,um
job,Log Warnings,26,
yosys,YS chip area,0.00266,sq mm
clock_network,CTS tree,yes,
die,Init Core Util,31.7,%
power,Peak VDD IR,0.158,mV
final_timing,TNS Setup,0,ns
hold_path,min-delay worst type,register to register,
routing,initial DRC count,81,
yosys,Top cell area share,36.2,%
yosys,top post-synthesis cells by count,"edfxtp_1 (32), nor2_1 (31), xor2_1 (22), dfrtp_1 (17), nand3_1 (15)",
cells_and_area,Largest register FFs,32,
place,DP Worst Slack,1.16,ns
place,placed cell areas,0.00299,sq mm
global_route,first-pass GRT wire length,8430,um
die,Die Wd,96.1,um
setup_path,crit start category,clock port,
clock_network,CTS Hold Buffers Added,0,
yosys,Synth Seq Share,53.2,%
final_timing,worst-margin pin slew,0.653,ns
place,Port Buf Inserts,24,
yosys,ys cells,238,
global_route,gr ovfl total,0,
cells_and_area,share of cells above drive strength 1,11.7,%
final_timing,Final Setup Violations,0,
setup_path,kind of critical path,clock port to primary output,
final_timing,setup ws final,0.920,ns
routing,DR WL/cell,13.3,um
yosys,synthesized area,0.00266,sq mm
routing,Via density,4.88,
place,HPWL Detailed,3180,um
yosys,most common cell in the netlist,edfxtp_1,
final_timing,Clock Skew,0.0108,ns
yosys,Synth area leader,edfxtp_1,
routing,DRC,0,
final_timing,Final Max Slew Viols,0,
yosys,synthesis-stage register bit count,50,
cells_and_area,synthesis-to-layout area growth,17.4,%
yosys,Commonest flop,edfxtp_1,
routing,post-route ant nets,0,
yosys,Gate Count Post-Synth,238,
job,Max-Cap Viols,0,
clock_network,worst-skew pair later-pin latency,0.41,ns
cells_and_area,final instance area,0.00312,sq mm
final_timing,final hold violations,0,
die,I/O pin count,25,
routing,TritonRoute pass-1 iters,4,
global_route,initial antenna violation count,0,
final_timing,Slew Limit Headroom,56.1,%
clock_network,post-CTS setup buffers,0,
yosys,Unique cell types,37,
setup_path,critical path peak fanout,2,
power,pwr/cell area,299,mW/mm^2
global_route,Total Routing Usage GR,12.1,%
power,Final Power,932,uW
yosys,Post-synth EDFFs,32,
global_route,largest net degree at the start of global routing,44,
global_route,vias in the first global route,1746,
setup_path,Required @ worst endpoint,4.08,ns
==> area by class of cell <==
| type | count | area, sq um |
|---|---|---|
| Fill cell | 818 | 5260 |
| Sequential cell | 50 | 1410 |
| Multi-Input combinational cell | 173 | 1170 |
| Timing Repair Buffer | 26 | 253 |
| Clock buffer | 10 | 134 |
| Tap cell | 105 | 131 |
| Clock inverter | 2 | 11.3 |
| Inverter | 3 | 11.3 |
==> critical path, stage by stage <==
cell	delay [ns]
clkbuf_8	0.11
clkbuf_8	0.12
clkdlybuf4s50_1	0.39
==> metal layers <==
metal  up-vias  share of wire (%)  GRT usage (%)
met5         -                  0              0
met4         0                1.6           2.36
met3         5                3.0           2.73
met2        28                 44           17.1
met1       853                 52           19.8
li1        913                  -              -
==> kinds of logic after synthesis <==
family                     count (synthesis)  synth area share [%]
and+or+nand+nor                          105                  22.6
DFF                                       50                  53.2
xor gates and xnor gates                  29                  9.56
AOI/OAI and AO/OA                         21                  4.47
muxes                                     17                  6.83
buffers and inverters                     15                  2.92
adders and majority gates                  1                 0.471
==> where the power goes <==
part	internal (mW)	switching (mW)	total [mW]
registers	0.474	0.0289	0.503
logic	0.0720	0.0440	0.116
clock network	0.172	0.141	0.313
==> path summary, 6_finish.rpt <==
check	start	endpoint	slack [ns]	depth (start not counted)
setup / recovery	mclk	sclk	0.92	3
hold / removal	cs	cs	0.49	1
setup reg to reg	count[24]	count[2]	2.40	5
hold reg to reg	cs	cs	0.49	1
max in group asynchronous	reset	cs	3.90	2
min in group asynchronous	reset	data_out_reg[3]	0.94	2
==> layout by cell type (no fill, tap or decap), types with 2 or more instances in the layout <==
cell             Yosys  routed
and2_1              10      10
nand2_1             10      10
nor2_1              31      31
dfrtp_1             17      17
nor2b_1              2       2
and4_1               2       2
a21oi_1             10      10
xor2_1              22      22
edfxtp_1            32      32
mux2_2               8       8
buf_4                3       3
nor4_1               8       8
nand4_1             10      10
nor3_1               2       2
inv_1                3       3
clkbuf_8             0       9
nor4_4               2       2
and3_1               6       6
mux2i_1              8       8
a31oi_1              8       8
clkdlybuf4s50_1      0      24
xnor2_1              7       7
nand3_1             15      15
==> through the flow <==
step           util, %  cells  hold WS, ns
6_report          37.2    369        0.494
5_1_grt           37.2    369        0.513
4_1_cts           37.2    369        0.493
3_5_place_dp      35.6    358        0.480
3_3_place_gp      35.6    358        0.472
2_1_floorplan        -    238        0.433
Power is estimated from default activity; no workload was simulated.

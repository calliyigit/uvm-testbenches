--- /design/flow/design.v ---
interface add_if(input logic clk, reset);
  logic [7:0] ip1, ip2;
  logic [8:0] out;
endinterface
module adder(
    input  logic          clk, reset,     
    input  logic [7:0]    in1, in2,       
    output logic [8:0]    out             
    );
    always_ff @(posedge clk or posedge reset) begin 
        if(reset) 
            out <= 0;                    
        else 
            out <= in1 + in2;            
    end
endmodule
--- /design/flow/run.sh ---
#!/bin/bash
# OpenROAD 26Q1-2900-gdf79404cd8, Yosys 0.63+post, stock flow scripts
make -C /OpenROAD-flow-scripts/flow DESIGN_CONFIG=/design/flow/config.mk WORK_HOME=/design/flow/orfs finish
--- /design/flow/config.mk ---
export PLATFORM = sky130hd
export DESIGN_NAME = adder
export DESIGN_NICKNAME = adder
export VERILOG_FILES = /design/flow/design.v
export SDC_FILE = /design/flow/constraint.sdc
export NUM_CORES = 4
export LEC_CHECK = 1
export CORE_AREA = 10 10 79 79
export DIE_AREA = 0 0 89 89
--- /design/flow/constraint.sdc ---
current_design adder

set clk_period 1.0
set clk_io_pct 0.2

create_clock -name clk0 -period $clk_period [get_ports {clk}]

set non_clock_inputs [all_inputs -no_clocks]
set_input_delay [expr $clk_period * $clk_io_pct] -clock clk0 $non_clock_inputs
set_output_delay [expr $clk_period * $clk_io_pct] -clock clk0 [all_outputs]
==> ci_impl_report.md <==
## Synthesis and layout report

| Metric | Value |
|---|---|
| Setup WS post-layout | -0.148 ns |
| CTS tree | yes |
| Largest net degree at the start of global routing | 10 |
| Largest register FFs | 9 |
| Register share after synthesis | 40.7% |
| Layout area overhead | 117% |
| CP peak stage delay | 0.34 ns |
| Arrival time at the worst endpoint | 1.30 ns |
| Crit-path max FO | 2 |
| Worst path top cell family by delay | adder cells |
| CP Buf/Inv Count | 1 |
| Critical Path RT | 1.15 ns |
| Final hold slack | 0.180 ns |
| Die height | 89 um |
| Via count | 558 |
| Area leader, netlist | dfrtp_1 |
| Maximum vdd ir drop | 371 uV |
| Crit path cell chain | buf_6, ha_4, fa_2, a21oi_2, nor2_1, nor2_1, xnor2_1 |
| Grt ovf | 0 |
| Final critical-path required period | 1.15 ns |
| Slew @ Worst Pin | 0.338 ns |
| Tool warnings | 28 |
| DRT iter0 DRCs | 18 |
| Ys Warns | 1 |
| Most flop-heavy register | out |
| Aggregate global-route resource usage | 4.47% |
| Area reported by Yosys stat | 553 sq um |
| Boundary Pins | 27 |
| Final setup vio count | 6 |
| Die Wd | 89 um |
| Num rows | 25 |
| Cell count in the Yosys report | 52 |
| Slowest CP cell | fa_2 |
| CTS Root Cell | clkbuf_8 |
| Status | complete, but fails checks |
| Buffers added on ports | 26 |
| Clock-pin transition on the worst setup and hold timing paths | 0.04 ns |
| Finished Cell Area | 1200 sq um |
| Unique cell types | 21 |
| Seq cells post-synth | 9 |
| Slew Limit Fails | 0 |
| Synthesized instance count | 52 |
| Tot Pwr | 1.39 mW |
| Static leakage | 0.506 nW |
| Synthesized area per cell | 10.6 sq um |
| Drt pass-1 iters | 4 |
| Endpoints failing hold | 0 |
| DR vias/cell | 3.70 |
| Top Registers | out: 9 flops |
| Violated checks | setup timing |
| Pwr dens | 1160 nW/um^2 |
| Drt drc | 0 |
| Total die size | 7920 sq um |
| FILL cells | 469 |
| Most numerous cell on the critical path | nor2_1 |
| Post-Place Cells | 143 |
| Initial antenna violation count | 1 |
| Startpoint types | primary input |
| First-pass GRT wire length | 2900 um |
| Main flop type | dfrtp_1 |
| RSZ-0062 raised after global routing | yes |
| Post-DP HPWL | 1420 um |
| Core ar. | 4660 sq um |
| H-tree Lvls | 1 |
| Vias in the first global route | 630 |
| Worst hold path class | in2reg |
| Fmax | 0.871 GHz |
| Routed WL | 1750 um |
| Post-DRT Antenna Nets | 0 |
| Core Density at Floorplan | 11.9% |
| Clock Sinks | 9 |
| Wirelength per Cell | 11.6 um |
| Non-filler cells, final | 151 |
| DP Area | 1040 sq um |
| Synth async-reset ratio | 100% |
| Maxcap violations | 0 |
| CP endpoint kind | flop |
| Worst setup path class | in2reg |
| Post-synth area hogs | dfrtp_1, ha_1, a21oi_1, a311o_1, fa_1 |
| Count leader, synth | dfrtp_1 |
| Final Cycle Share | 115% |
| Global placer's final weighted congestion | 0.766 |
| Synth top cells by count | dfrtp_1, ha_1, a21oi_1, inv_1, nand2_1 |
| Number of enable flip-flop cells | 0 |
| Post-Syn Area | 553 sq um |
| Worst slew margin | 77.4% |
| Total CTS buffers | 3 |
| Clock Path Buffers | 2 |
| Fraction of layout cells with a size suffix above 1 | 57.3% |
| Top-area cell share | 40.7% |
==> per-layer routing <==
| metal | vias up | part of all wire, % | global-route usage [%] |
|---|---|---|---|
| li1 | 279 | - | - |
| met1 | 249 | 40 | 5.60 |
| met2 | 25 | 43 | 6.85 |
| met3 | 5 | 13 | 1.93 |
| met4 | 0 | 3.5 | 1.30 |
| met5 | - | 0 | 0 |
==> power by group <==
group	total [mW]	switching [mW]	internal, mW
Clock	0.416	0.139	0.277
Sequential	0.445	0.0161	0.428
Combinational	0.529	0.207	0.322
==> logic make-up after synthesis <==
family,synth area share (%)
xor gates and xnor gates,6.34
buffers and inverters,2.71
AOI/OAI and AO/OA,16.3
DFF,40.7
and+or+nand+nor,10.4
muxes,1.81
adders and majority gates,21.7
==> final cells by class <==
type	instances	area, sq um	share of cell area (%)
tap	54	67.6	5.64
sequential	9	225	18.8
inverter	4	15.0	1.25
timing repair buffer	40	345	28.8
antenna	1	2.50	0.209
multi-input combinational	39	498	41.5
clock buffer	4	45.0	3.76
==> stage by stage <==
stage | setup TNS (ns) | utilization, % | setup WS (ns)
floorplan | -1.04 | - | -0.243
global placement | -5.27 | 22.3 | -0.774
detailed placement | -5.35 | 22.3 | -0.788
CTS | -0.671 | 25.5 | -0.150
global route | -0.918 | 25.7 | -0.214
finish | -0.665 | 25.7 | -0.148
==> placed cells by master (no fill, tap or decap), drive strengths merged, types with 3 or more instances in the layout <==
cell           netlist  layout
clkbuf               0       9
dfrtp                9       9
ha                   8       8
clkdlybuf4s15        0       5
a21oi                5       5
nand2                3       3
buf                  0      25
dlygate4sd2          0       4
inv                  4       4
==> final timing paths <==
| path | startpoint | to | slack, ns | cells past startpoint |
|---|---|---|---|---|
| min in group asynchronous | reset | out[0]$_DFF_PP0_ | 0.24 | 2 |
| setup / recovery | in2[0] | out[6]$_DFF_PP0_ | -0.15 | 7 |
| max in group asynchronous | reset | out[5]$_DFF_PP0_ | 0.51 | 2 |
| hold / removal | in1[0] | out[0]$_DFF_PP0_ | 0.18 | 2 |
==> what timing repair did <==
action,CTS,global route
gates resized,89,14
hold buffers,0,0
pin swaps,25,13
setup endpoints to repair,17,10
buffers inserted,2,1
Power is estimated from default activity; no workload was simulated.
